File: ./config.mk
export PLATFORM = sky130hd
export DESIGN_NAME = ID_EX_PipelineReg
export DESIGN_NICKNAME = ID_EX_PipelineReg
export VERILOG_FILES = /design/flow/design.v
export SDC_FILE = /design/flow/constraint.sdc
export NUM_CORES = 4
export LEC_CHECK = 1
export CORE_AREA = 10 10 185 185
export DIE_AREA = 0 0 195 195
File: ./constraint.sdc
current_design ID_EX_PipelineReg

set clk_period 1.0
set clk_io_pct 0.2

create_clock -name clk0 -period $clk_period [get_ports {clk}]

set non_clock_inputs [all_inputs -no_clocks]
set_input_delay [expr $clk_period * $clk_io_pct] -clock clk0 $non_clock_inputs
set_output_delay [expr $clk_period * $clk_io_pct] -clock clk0 [all_outputs]
File: ./design.v
`timescale 1 ns / 1 ps 
module ID_EX_PipelineReg (clk,read_data_1,read_data_2,next,immediate_value,ALU_OP,ALU_Src,RegDst,rd_to_RegDstMux,rt_to_RegDstMux,rt_to_fowradingUnit,
	rs_to_fowradingUnit,branch,write_back,mem_read,mem_write,write_reg,o_branch,o_write_back,o_mem_read,o_mem_write,o_write_reg,
	o_immediate_value,next_address,o_rd_to_RegDstMux,o_rt_to_RegDstMux,o_rs_to_fowradingUnit,o_rt_to_fowradingUnit,o_data1,o_data2);
	input wire clk ;
	input wire [31:0] read_data_1 ;
	input wire [31:0] read_data_2 ;
	input wire [31:0] next ;  
	input wire [31:0] immediate_value ;	
	input wire [1:0] ALU_OP	;   
	input wire ALU_Src ;
	input wire RegDst ;
	input wire [4:0] rd_to_RegDstMux ;
	input wire [4:0] rt_to_RegDstMux ;
	input wire [4:0] rt_to_fowradingUnit ;
	input wire [4:0] rs_to_fowradingUnit ; 
	input wire branch ;
	input wire write_back ;	
	input wire mem_read ;
	input wire mem_write ;
	input wire write_reg ; 
	output reg o_branch ;
	output reg o_write_back ;	
	output reg o_mem_read ;
	output reg o_mem_write ;
	output reg o_write_reg ; 
	output reg [31:0] o_immediate_value ;
	output reg [31:0] next_address ; 			 
	output reg [4:0] o_rd_to_RegDstMux ; 		 
	output reg [4:0] o_rt_to_RegDstMux ;		 
	output reg [4:0] o_rs_to_fowradingUnit ;	 
	output reg [4:0] o_rt_to_fowradingUnit ;	 
	output reg [31:0] o_data1,o_data2 ;
	always @ (posedge clk )
		begin
			o_data1<=read_data_1;
			o_data2<=read_data_2;
			o_immediate_value<=immediate_value;
			next_address<=next;
			o_rt_to_RegDstMux<=rt_to_RegDstMux;
			o_rd_to_RegDstMux<=rd_to_RegDstMux;
			o_rs_to_fowradingUnit<=rs_to_fowradingUnit;
			o_rt_to_fowradingUnit<=rt_to_fowradingUnit;
		    o_branch<=branch ;
			o_write_back<=o_write_back ;	
			o_mem_read<=mem_read ;
			o_mem_write<=mem_write ;
			o_write_reg<=write_reg ; 
		end	
endmodule
File: ./run.sh
#!/bin/bash
# OpenROAD 26Q1-2900-gdf79404cd8, Yosys 0.63+post, stock flow scripts
make -C /OpenROAD-flow-scripts/flow DESIGN_CONFIG=/design/flow/config.mk WORK_HOME=/design/flow/orfs finish
==> CHANGELOG.md <==
### Physical design

- Crit path from: next_address[14]$_DFF_P_
- Maximum clock rate: about 950 MHz
- Max cap viols: 0
- Post-DR wirelength/cell: 14.7 um
- Drt pass-1 iters: 3
- Core Box Area: 0.0304 sq mm
- Filler Cells Inserted: 3287
- Yosys warning tally: 1
- Final worst slack: -0.0564 ns
- Synth-to-Final Area Change: 112%
- Synth Seq Share: between 90% and 100%
- Drt drc: 0
- Hold EP: next_address[30]$_DFF_P_
- # Cells Yosys: 154
- Vias in the first global route: 2534
- Number of CTS-inserted buffers: 17
- Adder Share, Synth: 0%
- Synth Instances: 154
- Total track usage: 6.55%
- Die height: a little under 200 um
- Slowest cell on the critical path: dfxtp_2
- Worst-path clk slew: 0.06 ns
- Mux area share: 0%
- Hold WC Path Type: in2reg
- Hold Path Stages: 1
- Global-route wire length before repair: 18200 um
- Die Area: 0.0380 sq mm
- Yosys stat area: 0.00305 sq mm
- Pin count of the biggest net entering global routing: 17
- Leak pwr: between 2 and 3 nW
- Hold Slack: about 0.21 ns
- Routability cong.: 0.737
- CP startpoint kind: flip-flop
- Simple-Gate Area Share: 0%
- Routed via count: 2281
- Yosys aoi share: 0%
- Failing checks: negative setup slack
- Post-Route WL: 12900 um
- Crit path cell chain: buf_2
- Critical path required time: around 0.80 ns
- Max FO, Critical Path: 1
- Root Driver: clkbuf_16
- Synthesized area per cell: ~20 sq um
- CP Capture Type: output port
- Peak supply drop: between 0.0009 and 0.001 V
- Final Max Slew Viols: 0
- Yosys reg bits: 152
- CTS H-tree lvls: 4
- Num rows: 64
- CP delay by family, top: flip-flops
- IO Count: 311
- GRT overflow: 0
- Clk sinks: 152
- Init Core Util: 10.0%
- Tool warnings: 32
- Most numerous logic cell after layout: clkdlybuf4s50_1
- Pwr/cell area: approximately 2100 mW/mm^2
- Detailed Route Iter0 Violations: 28
- Worst Path Buf+Inv: 1
- Most frequent cells in the layout: clkdlybuf4s50_1 (152), buf_2 (144), dfxtp_1 (128)
- Post-route minimum period: 1.06 ns
- Initial antenna violation count: 1
- Die X: 195 um
- Main logic family after synthesis: buffers and inverters
- Dpl ws: -0.0735 ns
- Antenna-violating nets left: 0
- Max stage delay on crit path: roughly 0.32 ns
- Unique cell types: 3
- Share of layout cells above drive strength 1: 42.1%
- Post-CTS setup buffer count: 0
- Unrepaired setup endpoints after global routing: true
- Status: complete, but fails checks
- Post-Syn Area: 0.00305 sq mm
- XOR Share, Synth: 0%
- # hold bufs at CTS: 0
- PostCTS Resize Cnt: 521
- Final Hold Vio Count: 0
- CTS tree: done
- Kind of critical path: reg2out
- CTS Buffer Depth: 2
- Final Cycle Share: 106%
- WP data arrival: 0.86 ns
- IO buf count: 304
- Post-DP HPWL: around 11000 um
- Final setup viols: 152
- Hold path start: next[30]
- Drt via density: ~2.6
power by group:
part | switching (mW) | internal (mW) | leakage (nW) | total [mW]
Sequential | 0.0700 | 6.39 | 1.28 | 6.46
Clock | 2.48 | 3.74 | 0.280 | 6.21
Combinational | 0.168 | 0.728 | 1.21 | 0.896
cells in the mapped netlist:
cell       n  share of area (%)
buf_4      1               0.25
dfxtp_1  152                100
conb_1     1               0.12
layer usage:
layer | up-vias | track usage, % | wire length, um
li1 | 1117 | - | -
met1 | 1016 | 6.85 | 4590
met2 | 138 | 11.5 | 6710
met3 | 10 | 3.62 | 1460
met4 | 0 | 0.848 | 165
met5 | - | 0 | 0
per-stage QoR:
step / power, mW / TNS, ns / instance area [sq um] / utilization [%] / std cells
after global routing: 14.2 / -11.63 / 6460 / 21.2 / 881
after detailed placement: 7.81 / -0.188 / 6590 / 21.6 / 853
final: 13.6 / -3.09 / 6460 / 21.2 / 882
after global placement: 7.81 / -0.106 / 6590 / 21.6 / 853
after CTS: 13.9 / -9.75 / 6410 / 21.1 / 881
after floorplan: 6.51 / 0 / 3050 / - / 154
worst max-delay path by stage:
stage | endpoint | slack (ns) | depth (start not counted)
6_report | next_address[14] | -0.06 | 1
5_1_grt | next_address[14] | -0.10 | 1
4_1_cts | next_address[14] | -0.1 | 1
logic make-up (layout without fill, tap and decap cells):
family                 count (synthesis)  in the layout
buffers and inverters                  1            332
flip-flops                           152            152
other                                  1              2
layout make-up:
class / instances / area, sq um / area share (%)
repair buffers: 304 / 2330 / 36.1
multi-input cells: 1 / 3.75 / 0.0581
clock buffers: 19 / 453 / 7.01
flip-flops and latches: 152 / 3070 / 47.6
diodes: 1 / 2.50 / 0.0387
well taps: 396 / 495 / 7.67
clock inverters: 9 / 103 / 1.59
Power is estimated from default activity; no workload was simulated.
