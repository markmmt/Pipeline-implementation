File: /design/flow/run.sh
#!/bin/bash
# OpenROAD 26Q1-2900-gdf79404cd8, Yosys 0.63+post, stock flow scripts
make -C /OpenROAD-flow-scripts/flow DESIGN_CONFIG=/design/flow/config.mk WORK_HOME=/design/flow/orfs finish
File: /design/flow/config.mk
export PLATFORM = sky130hd
export DESIGN_NAME = EX_MEM_PipelineReg
export DESIGN_NICKNAME = EX_MEM_PipelineReg
export VERILOG_FILES = /design/flow/design.v
export SDC_FILE = /design/flow/constraint.sdc
export NUM_CORES = 4
export LEC_CHECK = 1
export CORE_AREA = 10 10 124 124
export DIE_AREA = 0 0 134 134
File: /design/flow/constraint.sdc
current_design EX_MEM_PipelineReg

set clk_period 1.0
set clk_io_pct 0.2

create_clock -name clk0 -period $clk_period [get_ports {clk}]

set non_clock_inputs [all_inputs -no_clocks]
set_input_delay [expr $clk_period * $clk_io_pct] -clock clk0 $non_clock_inputs
set_output_delay [expr $clk_period * $clk_io_pct] -clock clk0 [all_outputs]
File: /design/flow/design.v
`timescale 1 ns / 1 ps
module EX_MEM_PipelineReg (clk,branch,write_back,mem_read,mem_write,write_reg,ALU_output,readData2,next,rt_or_rd,ALU_zero_flag,o_mem_read,o_mem_write,
	o_write_reg,o_write_back,o_ALU_output,o_ALU_zero_flag,o_branch,o_next,o_readData2,o_rt_or_rd);
	input wire clk ;
	input wire branch ;
	input wire write_back ;	
	input wire mem_read ;
	input wire mem_write ;
	input wire write_reg ; 
	input wire [31:0] ALU_output; 
	input wire [31:0] readData2;  
	input wire [31:0] next ;  
	input wire [4:0] rt_or_rd ; 
	input wire ALU_zero_flag ; 	 
	output reg o_mem_read;
	output reg o_mem_write;
	output reg o_write_reg ;
	output reg o_write_back ;
	output reg o_branch ;
	output reg [31:0] o_next ; 	 
	output reg [31:0] o_ALU_output ;
	output reg o_ALU_zero_flag ;
	output reg [31:0] o_readData2;
	output reg [31:0] o_rt_or_rd;
	always @ (posedge clk)
		begin 
			o_mem_read<=mem_read;
			o_mem_write<=mem_write;
			o_write_reg<=write_reg;
			o_write_back<=write_back;
			o_branch<=branch;
			o_ALU_output<=ALU_output;
			o_ALU_zero_flag<=ALU_zero_flag;	 
			o_next<=next;
			o_readData2<=readData2;
			o_rt_or_rd<=rt_or_rd;
		end
endmodule
==> results.txt <==
flow finished, numbers: status completed, CTS max path bufs 2, fin util 34.59%, fp_density 18.53%, Synth top cell by count dfxtp_1, P_leak 0.001967 uW, Syn-to-layout area delta 86.63%, final hold violation count 0, RSZ-0062 raised after global routing yes, CP max-delay cell dfxtp_2, post-synthesis cell count 135, logic area 101.3 um^2, yosys stat chip area 2349 um^2, postcts setup bufs 0, Tool Warnings 27, Top delay family on crit path flip-flops, setup TNS 0 ns, H-Tree Depth 3, yosys stat cell total 135, wire length per cell 15.76 um, vias per cell 3.123, root buffer cell clkbuf_16, Regs by FF count o_ALU_output (32), o_next (32), o_readData2 (32), Tot Pwr 8311 uW, final WL 8430 um, Place WS -0.04079 ns, chip width 134 um, Synth Register Bits 107, Core Rows 41, Final Max Slew Viols 0, Crit path largest cell delay 0.32 ns, hold buffer count at cts 0, Synth async-reset ratio 0%, cts bufs inserted 9, Ports 242, setup ws final 0.03730 ns, Die Area 17960 um^2, count of library flops with an enable pin 0, VDD IR max 0.001090 V, post-DP HPWL 7288 um, Worst EP arrival 0.76 ns, Core ar. 12670 um^2, Final GP Congestion 0.7131, clk sink count 107, CTS tree yes, Total GRT Usage 9.025%, Reg area 2172 um^2, DR vias 1671, Final period util 96.27%, top cells by count dfxtp_1 (107), buf_4 (27), conb_1 (1), syn avg cell area 17.40 um^2, post-route ant nets 0, cell area after synthesis 2349 um^2, crit-path cells buf_6, vias in the first global route 1896, Port Buffers 214, CP required 0.80 ns, Commonest flop dfxtp_1, GR Overflow Total 0, Fillers 1283, largest area contributor in the netlist dfxtp_1, first-pass iteration count of the detailed router 2, Die Y 134 um, Yosys warning total 1, Synth cell types 3, Synth Seq Share 91.21%, first-pass GRT wire length 12320 um, pin count of the biggest net entering global routing 17, area share, top type 91.21%, worst hold path class input port to register, WP buf/inv 1, maxcap violations 0, WS Path Type register to primary output, f_max 1.039 GHz, Post-route DRC 0, violation count after the first detailed-routing iteration 19, Largest cells by area dfxtp_1 (91%), buf_4 (8.6%), conb_1 (0.16%), clk slew on worst S/H paths 0.07 ns, PwrDens 1896 nW/um^2, Worst Setup End Kind primary output, fin crit period 0.9627 ns, share of cells above drive strength 1 40.22%, CP max FO 1, initial antenna violation count 0, Antenna Cells 0, Finish-stage setup viols 0, critical path startpoint category register
## logic make-up (layout without fill, tap and decap cells)
group	Yosys count	after routing	share of synthesized area (%)
buffers and inverters	27	229	8.631
flip-flops	107	107	91.21
other	1	27	0.1597
## where the power goes
group          total (uW)  internal (uW)  leakage [uW]  switching, uW
Combinational         624            506      0.000933            118
Clock                3140           1730      0.000130           1410
Sequential           4550           4500      0.000903           48.9
## area by class of cell
| cell class | instances | share of cell area (%) |
|---|---|---|
| flip-flops and latches | 107 | 49.56 |
| repair buffers | 214 | 37.08 |
| clock buffers | 10 | 5.452 |
| well taps | 172 | 4.910 |
| multi-input cells | 27 | 2.312 |
| clock inverters | 5 | 0.6851 |
## timing repair
action,4_1_cts,5_1_grt
gates resized,353,10
pin swaps,0,0
endpoints found under the setup margin,107,27
## layout by cell type (no fill, tap or decap)
cell type / count
dfxtp_2: 24
clkinv_2: 3
dfxtp_1: 83
buf_2: 104
buf_6: 3
clkbuf_8: 1
clkdlybuf4s50_1: 107
clkinvlp_4: 2
clkbuf_16: 9
conb_1: 27
## routing by layer
layer	share of wire, %	wire length (um)	GRT usage [%]
met3	13	1095	5.534
met1	34	2904	9.324
met4	0.93	78	0.9069
met5	0	0	0
met2	52	4352	15.78
## metrics by stage
step | area, um^2 | std cells | hold slack, ns
global placement | 4601 | 520 | 0.6498
floorplan | 2446 | 161 | 0.2277
global route | 4383 | 535 | 0.2631
CTS | 4365 | 535 | 0.2657
finish | 4383 | 535 | 0.2905
detailed placement | 4601 | 520 | 0.6516
## final timing paths
check | startpoint | end | slack, ns | cells past startpoint
max | o_next[15] | o_next[15] | 0.04 | 1
min | next[22] | o_next[22] | 0.29 | 1
Power and IR drop assume default switching activity.
