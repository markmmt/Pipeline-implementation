==> flow/design.v <==
`timescale 1 ns / 1 ps
module MEM_WB_PipelineReg (clk,ALU_output,readDataFromMemory,rt_or_rd,write_reg,write_back,o_write_reg,o_write_back,o_ALU_output,o_readDataFromMemory,
	o_rt_or_rd); 
	input wire clk ;
	input wire [31:0] ALU_output ;
	input wire [31:0] readDataFromMemory ; 
	input wire [4:0] rt_or_rd ;	
	input wire write_reg;
	input wire write_back;
	output reg o_write_reg;
	output reg o_write_back;
	output reg [31:0] o_ALU_output,o_readDataFromMemory;
	output reg [4:0] o_rt_or_rd;  
	always @ (posedge clk)
		begin
			o_ALU_output<=ALU_output;
			o_readDataFromMemory<=readDataFromMemory;
			o_rt_or_rd<=rt_or_rd;
			o_write_reg<=write_reg;
			o_write_back<=write_reg;
		end	
endmodule
==> flow/run.sh <==
#!/bin/bash
# OpenROAD 26Q1-2900-gdf79404cd8, Yosys 0.63+post, stock flow scripts
make -C /OpenROAD-flow-scripts/flow DESIGN_CONFIG=/design/flow/config.mk WORK_HOME=/design/flow/orfs finish
==> flow/config.mk <==
export PLATFORM = sky130hd
export DESIGN_NAME = MEM_WB_PipelineReg
export DESIGN_NICKNAME = MEM_WB_PipelineReg
export VERILOG_FILES = /design/flow/design.v
export SDC_FILE = /design/flow/constraint.sdc
export NUM_CORES = 4
export LEC_CHECK = 1
export CORE_AREA = 10 10 102 102
export DIE_AREA = 0 0 112 112
==> flow/constraint.sdc <==
current_design MEM_WB_PipelineReg

set clk_period 1.0
set clk_io_pct 0.2

create_clock -name clk0 -period $clk_period [get_ports {clk}]

set non_clock_inputs [all_inputs -no_clocks]
set_input_delay [expr $clk_period * $clk_io_pct] -clock clk0 $non_clock_inputs
set_output_delay [expr $clk_period * $clk_io_pct] -clock clk0 [all_outputs]
==> design notes <==
The script extracted a total leakage power of 1.25 nW. On the worst setup and hold paths after CTS, the clock-pin slew comes to 70 ps. According to the timing report, the data required time at the worst endpoint equals 800 ps.

The timing report attributes the biggest portion of critical-path delay to flip-flops. Cell area power density: 2060 mW/mm². The final max-slew violation count recorded for this run is 0. The detailed router put a total of 1860 µm of wire on met1. For this run, the detailed router reports a per-instance via density of 3.24. Hold-check failures listed in the final report amount to 0.

The tools report the endpoint kind of the worst setup timing path as a primary output. The mapped netlist covers 0.00141 mm². Per the STA report, the cell with the highest stage delay on the worst path is sky130_fd_sc_hd__dfxtp_2. The number of design rule violations left after detail routing is 0. With the multi-input logic cell count at 0, the max-capacitance violation count is 0. The width of the die was 112 µm. The delay of the slowest critical-path stage works out to 320 ps.

The number of antenna violations at the first check in global routing was 0. The tools report the number of standard cells reported by yosys as 71. The run gives 0 for the area fraction in compound gates. The vertical die dimension reported for this design is 112 µm. For the met3 routed wirelength, the log shows 869 µm.

Per the repair_timing log after CTS, setup buffers inserted total 0. The relative slew slack was 0.930; the mean instance size in the synthesized netlist was 19.8 µm². The parity-gate share of the synthesized area counting xor and xnor cells is 0.

The top cell types in the final layout, fill and taps aside, are 71 x sky130_fd_sc_hd__buf_2, 70 x sky130_fd_sc_hd__clkdlybuf4s50_1, 60 x sky130_fd_sc_hd__dfxtp_1. Largest family of logic cells by area: buffers and inverters. The maximum fanout count along the critical path was 1. The logs give 2 for the first-pass iteration count of the detailed router and 0 for the number of failing setup endpoints in the final timing report.

The final weighted congestion recorded by global placement is 0.764. The tools report the number of rows created at floorplan as 33. Highest achievable clock rate: 1050 MHz.

The die area was 0.0125 mm²; the final total power was 0.00579 W. Among logic cells in the layout, the one with the most instances is sky130_fd_sc_hd__buf_2. Summed over all nets, wire length on met2 after detailed routing comes to 2050 µm. Fraction of the core area covered by cells at the end of the flow: 0.343.

TritonCTS built the clock tree. With the multiplexer share of the synthesized area at 0, the remaining antenna violation count is 0. OpenROAD emitted warnings numbering 27. Period utilization: 0.954.

The tools report the combinational gate area as 0 µm². The run finished with clean final reports. The cell sitting at the root of the clock tree is a sky130_fd_sc_hd__clkbuf_8. Buffers inserted during clock tree synthesis total 9. For the count of vias placed by the detailed router, the log shows 1076. The first global-routing pass estimated 7280 µm of wire. The number of cells produced by synthesis is 71, and the count of non-filler cells in the finished layout is 332.

The area recorded from the Yosys report for this design is 0.00141 mm². In this run the number of H-tree levels came out at 3. After detailed placement, the design holds a cell count of 316. The run gives 143 for the number of ports placed on the die boundary. The layout overhead on the synthesized area works out to 99.9%. The tools report the maximum resistive drop on vdd as 0.605 mV. The sequential area share after synthesis was 0.995. The worst path buffer plus inverter count is 1. The worst hold path belongs to the class in2reg. The initial core utilization came out at 0.171. The number of global-route vias before repair is 1191. Arrival time reported for the critical path endpoint: 750 ps.

Signal nets in the final route climb as high as met4. The run gives 1 as the count of yosys warnings during synthesis. Walking the worst path, the cells encountered are buf_2. For this run, the script counts the antenna cells in the layout as 0. For this run the aggregate overflow at the end of global routing stands at 0.

With the total wire length at 4850 µm, the number of storage elements in the synthesis netlist is 70. After layout, the minimum clock period comes to 954 ps. The floorplan step defined a core boundary enclosing 0.00822 mm². Buffers placed on the I/O ports in this run total 141. The run gives 0 for the synthesized-area fraction occupied by and/or/nand/nor cells.

The actual slew at the worst max-slew pin is 105 ps. The worst setup path is launched from a flop. Dividing the detail-routed wire length by the instance count gives 14.6 µm. The fraction of layout cells with a size suffix above 1 came out at 0.419.

With the total routing usage reported by global routing at 0.0742, the hold buffer count at CTS is 0. The setup path with the least slack is of type reg2out. The clock net in this run drives a total of 70 sinks. The synthesized netlist contains 2 unique library cells. Setup repair after global routing could not meet its margin everywhere.

With the violation tally from detailed-route iteration zero at 12, the maximum number of pins on one net before global-route repair is 12. For the buffer depth of the longest clock path, the log shows 2. The post-synthesis adder-cell area fraction works out to 0.
through the flow:
step,setup slack (ps),cell area [µm²],setup TNS (ps),hold WS (ps)
after floorplan,420,1410,0,228
after global placement,8.54,2940,0,650
after detailed placement,4.01,2940,0,652
after CTS,2.97,2810,0,268
after global routing,-20.8,2820,-65.7,258
final,46.2,2820,0,297
registers in the layout, indices dropped and copies added (netlist names):
signal                count
o_ALU_output             32
o_readDataFromMemory     32
o_rt_or_rd                5
o_write_back              1
worst paths after layout:
| check | slack, ps | depth (start not counted) | start | to |
|---|---|---|---|---|
| max | 50 | 1 | o_ALU_output[14] | o_ALU_output[14] |
| min | 300 | 1 | readDataFromMemory[25] | o_readDataFromMemory[25] |
cell type report:
class                   count  area (µm²)
repair buffers            141        1060
well taps                 105         131
flip-flops and latches     70        1410
fillers                   832        5400
clock inverters             4        70.1
clock buffers              12         145
repair_timing:
action	in CTS	in global routing
endpoints found under the hold margin	0	0
resized	230	3
setup endpoints to repair	71	12
cell families after synthesis:
logic type,after synthesis
flip-flops,70
buffers and inverters,1
per-layer routing:
metal / vias to the layer above / global-route usage
met4: 0 / 0.0118
met1: 458 / 0.0858
met3: 7 / 0.0613
met2: 94 / 0.106
li1: 517 / -
met5: - / 0
Yosys cell counts, drive strengths merged:
cell type | instances | share of area
dfxtp | 70 | 0.99
buf | 1 | 0.0053
where the power goes:
part	switching, W	internal, W	total, W
combinational	0.0000636	0.000327	0.000390
sequential	0.0000295	0.00294	0.00297
clock	0.000962	0.00147	0.00243
total	0.00106	0.00473	0.00579
Power and IR drop assume default switching activity.
